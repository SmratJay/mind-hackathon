## flow/design.v

```verilog
module ram16x4_async(
    input wire [3:0] addr,       
    input wire [3:0] datain,     
    input wire csn,               
    input wire rwn,               
    output wire [3:0] dataout    
);
    reg [3:0] mem [0:15];
    always @(*) begin
        if (csn == 1'b0 && rwn == 1'b0) begin
            mem[addr] = datain;
        end
    end
    assign dataout = (csn == 1'b0 && rwn == 1'b1) ? mem[addr] : 4'hZ;
    initial begin
        integer i;
        for (i = 0; i < 16; i = i + 1) begin
            mem[i] = 4'b0000;
        end
    end
endmodule
```

## flow/run.sh

```bash
#!/bin/bash
# OpenROAD 26Q1-2900-gdf79404cd8, Yosys 0.63+post, stock flow scripts
make -C /OpenROAD-flow-scripts/flow DESIGN_CONFIG=/design/flow/config.mk WORK_HOME=/design/flow/orfs finish
```

## flow/config.mk

```make
export PLATFORM = sky130hd
export DESIGN_NAME = ram16x4_async
export DESIGN_NICKNAME = ram16x4_async
export VERILOG_FILES = /design/flow/design.v
export SDC_FILE = /design/flow/constraint.sdc
export NUM_CORES = 4
export LEC_CHECK = 1
export CORE_AREA = 10 10 105 105
export DIE_AREA = 0 0 115 115
```

## flow/constraint.sdc

```tcl
current_design ram16x4_async

set clk_period 2.5
set clk_io_pct 0.2

create_clock -name clk0 -period $clk_period

set non_clock_inputs [all_inputs -no_clocks]
set_input_delay [expr $clk_period * $clk_io_pct] -clock clk0 $non_clock_inputs
set_output_delay [expr $clk_period * $clk_io_pct] -clock clk0 [all_outputs]
```

==> impl_metrics.tcl <==
# implementation run metrics
set metrics [dict create \
    setup-violations-final 0 \
    timing.critical_path.to_type "output pin" \
    lay_top_cells "dlxtn_1, buf_4, nand2_1" \
    wirelength_met1_um 2430 \
    power_density_nw_per_um2 137 \
    num_antenna_cells 0 \
    pwr-share-seq 0.265 \
    highest_layer "met4" \
    vdd_ir_drop_max_v 0.0000662 \
    grt_antenna_before_repair 0 \
    worstSetupStartpointType "input pin" \
    postSynthCellCount 196 \
    p_int_uw 192 \
    wl_met3_um 307 \
    number_of_register_pins_that_no_clock_reaches 64 \
    pin_count 14 \
    number_of_global_route_vias_before_repair 1546 \
    accumulated_negative_setup_slack_ns 0 \
    synthToLayoutAreaGrowth_pct 35.1 \
    wire_length_of_the_first_global_routing_pass_um 8170 \
    die_area_sq_um 13200 \
    avgRoutedWirePerCell_um 14.9 \
    final-max-slew-violation-count 0 \
    max_clock_freq_mhz 405 \
    ant_nets 0 \
    dp_worst_setup_slack_ns -0.602 \
    initialDrtViolationCount 92 \
    worstSetupPathType "input pin to output pin" \
    synth_area_per_cell_sq_um 8.91 \
    flip_flop_count_of_the_largest_register_after_layout 64 \
    postRouteWirelength_um 5050 \
    yosysChipArea_sq_um 1750 \
    dp_hpwl_um 3810 \
    asyncSetResetFlopFracSynth 0 \
    grt_setup_unrepaired "true" \
    tool_warnings 33 \
    critPathArrivalTime_ns 1.97 \
    die_h_um 115 \
    static_leak_uw 0.00105 \
    synth.cell_area_sq_um 1750 \
    layout-drive-gt1-share 0.267 \
    ys.warnings.count 3 \
    remaining_drc_errors 0 \
    grt_max_degree 17 \
    stdcell_area_sq_um 2360 \
    p_comb_frac 0.735 \
    leading_cell_type_in_the_layout_fill_and_taps_excluded "dlxtn_1" \
    timing.critical_path.fanout_max 7 \
    net-switching-power_uw 130 \
    drt_pass_1_iters 4 \
    netSwitchingFraction 0.404 \
    run_status "completed" \
    edf_count 0 \
    wl_met2_um 2270 \
    hold_viol_final 0 \
    numSynthFlops 64 \
    post_dp_cell_area_sq_um 2210 \
    i_o_buffers 14 \
    min_period_ns 2.47 \
    grt_use_total 0.0764 \
    finalClockPeriodUsage 0.987 \
    yosys_most_used_dff "dlxtn_1" \
    maxCapViolCount 0 \
    die.size.x_um 115 \
    gpl.final_weighted_congestion 0.958 \
    timing_worst_slew_pin_value_ns 0.726 \
    globalRouteOverflowTotal 0 \
    max_slew_margin 0.512 \
    min-delay-path-class "input pin to output pin" \
    power.clock.fraction 0 \
    num_vias 1536 \
    required_time_of_the_critical_path_ns 2.00 \
    ys_cells 196 \
    core_area_sq_um 8760 \
    synth_cell_types 41 \
    post-route-worst-setup-slack_ns 0.0326 \
    untimed_endpoints 64 \
    vias_per_cell 4.52 \
    core.rowCount 34 \
    core_util_floorplan 0.199 \
]
==> worst max-delay path: stages <==
cell and delay, ns:
buf_4 0.13, bufbuf_16 0.26, and2_1 0.17, buf_4 0.16
a32o_1 0.21, a21oi_1 0.18, a31oi_1 0.11, dlygate4sd2_1 0.25
==> cells by family (layout without fill, tap and decap cells) <==
kind of cell	count (synthesis)	in the layout	share of synthesized area
AND-OR/OR-AND	44	44	0.176
AND/OR/NAND/NOR	64	64	0.171
multiplexers	9	9	0.0573
buffers and inverters	15	51	0.0444
latches	64	64	0.551
==> power by group through the flow <==
stage	sequential [uW]	combinational, uW	clock, uW
after CTS	84.7	232	0
after global routing	90.6	257	0
final	85.2	237	0
==> routing by layer <==
| metal | up-vias | global-route usage |
|---|---|---|
| met5 | - | 0 |
| met4 | 0 | 0.00578 |
| met3 | 2 | 0.00844 |
| met2 | 55 | 0.124 |
| met1 | 720 | 0.112 |
| li1 | 759 | - |
==> Yosys cell counts (2+ instances only) <==
| cell type | n | area (sq um) |
|---|---|---|
| a31oi_1 | 4 | 25.0 |
| a221oi_1 | 3 | 26.3 |
| o21ai_0 | 8 | 40.0 |
| nor3_1 | 2 | 10.0 |
| mux2_2 | 3 | 33.8 |
| o32ai_1 | 2 | 17.5 |
| a22oi_1 | 4 | 30.0 |
| dlxtn_1 | 64 | 961 |
| nand2_1 | 27 | 101 |
| buf_2 | 7 | 35.0 |
| a21oi_1 | 11 | 55.1 |
| clkinv_1 | 2 | 7.51 |
| mux2i_1 | 4 | 40.0 |
| inv_1 | 2 | 7.51 |
| a22o_1 | 3 | 26.3 |
| nor2b_1 | 4 | 25.0 |
| a221oi_2 | 2 | 30.0 |
| and2b_1 | 2 | 15.0 |
| nor4_1 | 3 | 18.8 |
| nor2_1 | 13 | 48.8 |
| and3_1 | 3 | 18.8 |
| nand3_1 | 4 | 20.0 |
==> worst paths after layout <==
path,to,start,cells past startpoint,slack [ns]
worst max-delay path,dataout[2],addr[3],8,0.03
worst min-delay path,dataout[0],addr[0],4,1.60
==> area by class of cell <==
class / instances / area (sq um)
flip-flops and latches: 64 / 961
inverters: 4 / 15.0
fillers: 925 / 6400
repair buffers: 47 / 459
multi-input cells: 117 / 788
well taps: 108 / 135
==> per-stage QoR <==
step | hold slack, ns | power, uW | instances | utilization
6_report | 1.60 | 322 | 340 | 0.269
5_1_grt | 1.66 | 347 | 340 | 0.269
4_1_cts | 1.62 | 316 | 340 | 0.266
3_5_place_dp | 2.25 | 297 | 337 | 0.252
3_3_place_gp | 2.25 | 296 | 337 | 0.252
2_1_floorplan | 1.23 | 177 | 196 | -
==> repair_timing <==
item | 4_1_cts | 5_1_grt
gates resized | 36 | 11
setup endpoints to repair | 4 | 3
gates cloned | 2 | 0
pin swaps | 11 | 6
setup buffers | 1 | 0
hold buffers | 0 | 0
No activity file was given, so power comes from the tool's default toggle rates.
